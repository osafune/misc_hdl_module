==> flow/design.v <==
`default_nettype none
module sc_fifo #(
	parameter FIFO_WORD_WIDTH		= 4,
	parameter FIFO_DATA_WIDTH		= 8
) (
	input wire		clk,
	input wire		reset,
	input wire		init,						 
	input wire		wrreq,						 
	input wire  [FIFO_DATA_WIDTH-1:0]	data,
	input wire		rdack,						 
	output wire [FIFO_DATA_WIDTH-1:0]	q,
	output wire		empty,
	output wire		full,
	output wire [FIFO_WORD_WIDTH:0]		usedw
);
	wire			reset_sig = reset;		 
	wire			clock_sig = clk;		 
	reg [FIFO_WORD_WIDTH-1:0]	waddr_reg, raddr_reg;
	reg [FIFO_DATA_WIDTH-1:0]	ram[0:2**FIFO_WORD_WIDTH-1];
	reg [FIFO_DATA_WIDTH-1:0]	q_reg;
	reg [FIFO_WORD_WIDTH:0] 	usedw_reg;
	reg				empty_delay_reg;
	wire			empty_sig;
	always @(posedge clock_sig) begin
		if (wrreq) ram[waddr_reg] <= data;
		q_reg <= ram[raddr_reg + ((rdack)? 1'd1 : 1'd0)];
	end
	assign q = q_reg;
	assign empty_sig = (usedw_reg == 0)? 1'b1 : 1'b0;
	always @(posedge clock_sig or posedge reset_sig) begin
		if (reset_sig) begin
			waddr_reg <= 1'd0;
			raddr_reg <= 1'd0;
			usedw_reg <= 1'd0;
			empty_delay_reg <= 1'b1;
		end
		else begin
			if (init) begin
				waddr_reg <= 1'd0;
				raddr_reg <= 1'd0;
				usedw_reg <= 1'd0;
				empty_delay_reg <= 1'b1;
			end
			else begin
				if (wrreq) begin
					waddr_reg <= waddr_reg + 1'd1;
				end
				if (rdack) begin
					raddr_reg <= raddr_reg + 1'd1;
				end
				if (!wrreq && rdack) begin
					usedw_reg <= usedw_reg - 1'd1;
				end
				else if (wrreq && !rdack) begin
					usedw_reg <= usedw_reg + 1'd1;
				end
				empty_delay_reg <= empty_sig;
			end
		end
	end
	assign empty = (empty_sig || (!empty_sig && empty_delay_reg))? 1'b1 : 1'b0;
	assign full = usedw_reg[FIFO_WORD_WIDTH];
	assign usedw = usedw_reg;
endmodule
==> flow/run.sh <==
#!/bin/bash
# OpenROAD 26Q1-2900-gdf79404cd8, Yosys 0.63+post, stock flow scripts
make -C /OpenROAD-flow-scripts/flow DESIGN_CONFIG=/design/flow/config.mk WORK_HOME=/design/flow/orfs finish
==> flow/config.mk <==
export PLATFORM = sky130hd
export DESIGN_NAME = sc_fifo
export DESIGN_NICKNAME = sc_fifo
export VERILOG_FILES = /design/flow/design.v
export SDC_FILE = /design/flow/constraint.sdc
export NUM_CORES = 4
export LEC_CHECK = 1
export CORE_UTILIZATION = 40
==> flow/constraint.sdc <==
current_design sc_fifo

set clk_period 8.9
set clk_io_pct 0.2

create_clock -name clk0 -period $clk_period [get_ports {clk}]

set non_clock_inputs [all_inputs -no_clocks]
set_input_delay [expr $clk_period * $clk_io_pct] -clock clk0 $non_clock_inputs
set_output_delay [expr $clk_period * $clk_io_pct] -clock clk0 [all_outputs]
==> changes_impl.md <==
### Physical design

* Pint at 1.302 mW
* CP bufs+invs at 2
* Met1 Track Usage GR at 23.40%
* Yosys warnings at 1
* Top cell family by delay on the critical path: buffers and inverters
* CP max FO at 20
* Crit path launch type: input port
* Site row count at 44
* Tcrit/Tclk final at 45.03%
* Layout area overhead at 17.16%
* Yosys Chip Area at 6072 um^2
* WP data arrival at 4.31 ns
* Io pins at 28
* Placer Congestion at 0.8098
* M3 GR Usage at 11.12%
* Detailed Route WL at 12000 um
* Path category of the worst min-delay check: register to register
* Post-Synth Adder-Cell Area at 1.855%
* Synth unique cells at 41
* Diodes inserted at 0
* Largest net degree at the start of global routing at 41
* CP endpoint kind: register
* Final setup fails at 0
* LEAKAGE at 2.430 nW
* H-tree depth at 4
* Max Freq at 249.5 MHz
* Sequential share of power at 48.2%
* Global-route wire length before repair at 18860 um
* AO/OA Area Share at 3.585%
* Hold Buf Count CTS at 0
* CP max stage cell: nor2b_1
* Worst path most repeated cell: ha_1
* Register share after synthesis at 71.73%
* Mux share at 9.067%
* Most crowded layer after global routing: met2
* Final hold vios at 0
* DR iter-0 viols at 140
* Power Density at 233.4 nW/um^2
* Min Tclk post-route at 4.007 ns
* HPWL Detailed at 7426 um
* GRT Total Usage at 17.75%
* CTS tree: yes
* Final WS setup at 4.893 ns
* Slew @ Worst Pin at 0.8814 ns
* Total die size at 15680 um^2
* Antenna-violating nets left at 0
* Global Route met2 Usage at 26.26%
* Setup Buffers After CTS at 0
* Yosys reg bits at 150
* Worst path cell trace: clkdlybuf4s50_1 -> ha_1 -> ha_1 -> buf_4 -> nor2b_1 -> a221oi_1 -> a32o_1
* Post-DR vias/cell at 5.253
* CTS root buffer: clkbuf_16
* Comb pwr share at 9.4%
* Yosys Instances at 382
* Synth Instances at 382
* Latency at later pin at 0.42 ns
* Clock buffer count from CTS at 17
* Initial antenna violation count at 0
* Final max-slew violation count at 0
* Die Width at 125.2 um
* Slew Limit Headroom at 41.02%
* Grt total ovfl at 0
* 1st-pass router iterations at 10
* RSZ-0062 raised after global routing: no
* Top comb family, area: simple AND/OR/NAND/NOR gates
* Largest register FFs at 128
* Max cap viols at 0
* Cell Area, Synth at 6072 um^2
* Log Warnings at 28
* # DRC at 0
* Vert. Die Dim at 125.2 um
* Crit path largest cell delay at 0.63 ns
* Clock Power Share at 42.4%
* Largest vdd supply drop at 206.0 uV
* Clock-pin slew on the worst setup and hold paths at 0.06 ns
* Outcome: completed
* Skew final at 0.009799 ns
* DR vias at 3215
* Clock Path Buffers at 2
* Cts repair resizes at 0
* WL/cell at 19.61 um
* Switching pwr at 358.5 uW
* Initial Util at 41.31%
* Final Power at 1.660 mW
* Crit Path Category: input port to register
* Input/output buffers at 27
* Setup TNS at 0 ns
* Xor+xnor area frac at 2.164%
* Number of global-route vias before repair at 3512
* Yosys simple share at 9.582%
* Syn_area_per_cell at 15.90 um^2
* Sw Share at 21.59%
* Num Clock Sinks at 150
* Layout cell share with drive strength beyond 1 at 14.49%
* CP required at 9.20 ns
* Core area at 14700 um^2
* Setup Slack @ Placement at 4.479 ns
[final timing paths]
path | end | start | slack (ns) | depth (start not counted)
worst max-delay path | q_reg[3] | rdack | 4.89 | 7
worst min-delay path | usedw_reg[4] | usedw_reg[4] | 0.61 | 2
worst max register to register | q_reg[3] | raddr_reg[0] | 6.49 | 6
worst min register to register | usedw_reg[4] | usedw_reg[4] | 0.61 | 2
max in group asynchronous | empty_delay_reg | reset | 6.82 | 2
min in group asynchronous | waddr_reg[3] | reset | 1.72 | 2
[area by class of cell]
cell class	count	area, um^2
inverters	4	15.01
flip-flops and latches	150	4355
fillers	1181	7585
well taps	184	230.2
repair buffers	34	322.8
clock buffers	18	429.2
multi-input cells	208	1602
clock inverters	14	160.2
[metal layers]
metal,routed length (um),part of all wire (%)
met1,4639,39
met4,207,1.7
met3,1307,11
met2,5847,49
met5,0,0
[cell usage in the layout, fill, tap and decap left out, types with 3 or more instances in the layout]
master / instances
a221oi_1: 6
inv_1: 3
and2_1: 6
and3_1: 6
or2_2: 3
xnor2_1: 5
ha_1: 9
edfxtp_1: 128
buf_4: 7
a32o_1: 8
mux2i_1: 19
mux4_2: 16
nor3b_1: 3
nand2b_1: 4
nand3_1: 18
dfrtp_1: 13
nand2_1: 61
clkinvlp_4: 4
xor2_1: 4
nor2_1: 19
clkinv_2: 3
dfxtp_1: 8
clkbuf_16: 17
clkdlybuf4s50_1: 27
nor2b_1: 3
bufinv_16: 3
[power groups by stage]
stage / registers (mW) / clock network [mW] / logic (mW)
5_1_grt: 0.802 / 0.751 / 0.173
4_1_cts: 0.801 / 0.719 / 0.159
6_report: 0.800 / 0.704 / 0.156
[synthesized netlist by cell type, drive strengths merged]
cell type	count	area [um^2]
a21oi	2	10.01
a221oi	8	82.58
a311oi	1	8.760
a31oi	1	6.260
a32o	8	80.08
and2	6	37.54
and3	6	37.54
buf	12	77.57
clkbuf	8	30.03
dfrtp	13	325.3
dfstp	1	26.28
dfxtp	8	160.2
edfxtp	128	3844
ha	9	112.6
inv	4	15.01
mux2i	19	190.2
mux4	16	360.4
nand2	61	229.0
nand2b	4	25.02
nand3	18	90.09
nand3b	1	7.510
nand4	1	6.260
nor2	19	71.32
nor2b	3	18.77
nor3	1	5.000
nor3b	3	22.52
nor4	1	6.260
o21ai	1	5.000
o31a	1	8.760
o31ai	1	7.510
o32ai	1	8.760
or2	3	18.77
or3	1	6.260
xnor2	7	68.82
xor2	5	62.56
[kinds of logic (layout without fill, tap and decap cells)]
logic type | count (synthesis) | in the layout
multiplexers | 35 | 35
AND-OR/OR-AND | 24 | 24
AND/OR/NAND/NOR | 128 | 128
adder cells (fa/ha/maj) | 9 | 9
buffers and inverters | 24 | 70
flip-flops | 150 | 150
XOR/XNOR | 12 | 12
[metrics by stage]
| step | hold WS, ns | instance area, um^2 | cells | utilization [%] |
|---|---|---|---|---|
| 2_1_floorplan | 0.5337 | 6072 | 382 | - |
| 3_3_place_gp | 0.5812 | 6525 | 580 | 44.39 |
| 3_5_place_dp | 0.5927 | 6525 | 580 | 44.39 |
| 4_1_cts | 0.6142 | 7114 | 612 | 48.40 |
| 5_1_grt | 0.6440 | 7114 | 612 | 48.40 |
| 6_report | 0.6093 | 7114 | 612 | 48.40 |
[worst register-to-register path, cell delays in order, from the launching register on]
cell	delay, ns
dfrtp_1	0.42
ha_1	0.22
ha_1	0.27
buf_4	0.23
nor2b_1	0.64
a221oi_1	0.22
a32o_1	0.31
No activity file was given, so power comes from the tool's default toggle rates.
