`/design/flow/constraint.sdc`:
```
current_design uart_to_bytes

set clk_period 4.5
set clk_io_pct 0.2

create_clock -name clk0 -period $clk_period [get_ports {clk}]

set non_clock_inputs [all_inputs -no_clocks]
set_input_delay [expr $clk_period * $clk_io_pct] -clock clk0 $non_clock_inputs
set_output_delay [expr $clk_period * $clk_io_pct] -clock clk0 [all_outputs]
```
`/design/flow/design.v`:
```
`default_nettype none
module uart_phy_txd #(
	parameter CLOCK_FREQUENCY	= 50000000,
	parameter UART_BAUDRATE		= 115200,
	parameter UART_STOPBIT		= 1
) (
	input wire			reset,
	input wire			clk,
	input wire			clk_ena,	 
	output wire			in_ready,
	input wire			in_valid,
	input wire  [7:0]	in_data,
	output wire			txd,
	input wire			cts			 
);
	localparam CLOCK_DIVNUM = ((CLOCK_FREQUENCY + UART_BAUDRATE/2 - 1)/ UART_BAUDRATE) - 1;
	localparam INIT_BITCOUNT = (UART_STOPBIT > 1)? 11 : 10;
	wire			reset_sig = reset;				 
	wire			clock_sig = clk;				 
	reg [11:0]		divcount_reg;
	reg [3:0]		bitcount_reg;
	reg [8:0]		txd_reg;
	reg [1:0]		ctsin_reg;
	assign in_ready = (bitcount_reg == 4'd0)? ctsin_reg[1] : 1'b0;
	assign txd = txd_reg[0];
	always @(posedge clock_sig or posedge reset_sig) begin
		if (reset_sig) begin
			divcount_reg <= 1'd0;
			bitcount_reg <= 1'd0;
			txd_reg <= 9'h1ff;
			ctsin_reg <= 2'b00;
		end
		else begin
			if (clk_ena) begin
				ctsin_reg <= {ctsin_reg[0], cts};
				if (bitcount_reg == 4'd0) begin
					if (in_valid && ctsin_reg[1]) begin
						divcount_reg <= CLOCK_DIVNUM[11:0];
						bitcount_reg <= INIT_BITCOUNT[3:0];
						txd_reg <= {in_data, 1'b0};
					end
				end
				else begin
					if (divcount_reg == 0) begin
						divcount_reg <= CLOCK_DIVNUM[11:0];
						bitcount_reg <= bitcount_reg - 1'd1;
						txd_reg <= {1'b1, txd_reg[8:1]};
					end
					else begin
						divcount_reg <= divcount_reg - 1'd1;
					end
				end
			end
		end
	end
endmodule
module uart_phy_rxd #(
	parameter CLOCK_FREQUENCY	= 50000000,
	parameter UART_BAUDRATE		= 115200,
	parameter UART_STOPBIT		= 1
) (
	input wire			reset,
	input wire			clk,
	input wire			clk_ena,	 
	input wire			out_ready,
	output wire			out_valid,
	output wire [7:0]	out_data,
	output wire [1:0]	out_error,	 
	input wire			rxd,
	output wire			rts			 
);
	localparam CLOCK_DIVNUM = ((CLOCK_FREQUENCY + UART_BAUDRATE/2 - 1)/ UART_BAUDRATE) - 1;
	localparam BIT_CAPTURE  = (CLOCK_DIVNUM / 2);
	wire			reset_sig = reset;				 
	wire			clock_sig = clk;				 
	reg [2:0]		rxdin_reg;
	reg				rts_reg;
	reg [11:0]		divcount_reg;
	reg [3:0]		bitcount_reg;
	reg [7:0]		shift_reg;
	reg [7:0]		outdata_reg;
	reg				outvalid_reg;
	reg				overflow_reg;
	reg				stoperror_reg;
	always @(posedge clock_sig or posedge reset_sig) begin
		if (reset_sig) begin
			rxdin_reg <= 3'b111;
			divcount_reg <= 1'd0;
			bitcount_reg <= 1'd0;
			shift_reg <= 8'h00;
			outvalid_reg <= 1'b0;
			outdata_reg  <= 8'h00;
			overflow_reg <= 1'b0;
			stoperror_reg <= 1'b0;
			rts_reg <= 1'b0;
		end
		else begin
			if (clk_ena) begin
				rxdin_reg <= {rxdin_reg[1:0], rxd};
				rts_reg <= (!out_ready && outvalid_reg)? 1'b0 : 1'b1;
				if (out_ready && outvalid_reg) begin
					overflow_reg <= 1'b0;
					outvalid_reg <= 1'b0;
				end
				else if (divcount_reg == 0 && bitcount_reg == 4'd1 && rxdin_reg[2] == 1'b1) begin
					overflow_reg <= outvalid_reg;
					outvalid_reg <= 1'b1;
				end
				if (bitcount_reg == 4'd0) begin
					if (rxdin_reg[2:1] == 2'b10) begin
						divcount_reg <= BIT_CAPTURE[11:0];
						bitcount_reg <= 4'd10;
					end
				end
				else begin
					if (divcount_reg == 0) begin
						divcount_reg <= CLOCK_DIVNUM[11:0];
						if (bitcount_reg == 4'd10) begin			 
							if (rxdin_reg[2] != 1'b0) begin
								bitcount_reg <= 4'd0;
							end
							else begin
								bitcount_reg <= bitcount_reg - 1'd1;
							end
						end
						else if (bitcount_reg == 4'd1) begin		 
							if (rxdin_reg[2] != 1'b1) begin
								stoperror_reg <= 1'b1;
							end
							else begin
								outdata_reg  <= shift_reg;
								stoperror_reg <= 1'b0;
							end
							bitcount_reg <= bitcount_reg - 1'd1;
						end
						else begin
							bitcount_reg <= bitcount_reg - 1'd1;
							shift_reg <= {rxdin_reg[2], shift_reg[7:1]};
						end
					end
					else begin
						divcount_reg <= divcount_reg - 1'd1;
					end
				end
			end
		end
	end
	assign rts = rts_reg;
	assign out_valid = outvalid_reg;
	assign out_data  = outdata_reg;
	assign out_error = {stoperror_reg, overflow_reg};
endmodule
module uart_to_bytes #(
	parameter CLOCK_FREQUENCY	= 50000000,
	parameter UART_BAUDRATE		= 115200,
	parameter UART_STOPBIT		= 1
) (
	input wire			reset,
	input wire			clk,
	output wire			in_ready,
	input wire			in_valid,
	input wire  [7:0]	in_data,
	input wire			out_ready,
	output wire			out_valid,
	output wire [7:0]	out_data,
	output wire			txd,
	input wire			cts,		 
	input wire			rxd,
	output wire			rts			 
);
	uart_phy_txd #(
		.CLOCK_FREQUENCY	(CLOCK_FREQUENCY),
		.UART_BAUDRATE		(UART_BAUDRATE),
		.UART_STOPBIT		(UART_STOPBIT)
	)
	u_txd (
		.reset		(reset),
		.clk		(clk),
		.clk_ena	(1'b1),
		.in_ready	(in_ready),
		.in_valid	(in_valid),
		.in_data	(in_data),
		.txd		(txd),
		.cts		(cts)
	);
	uart_phy_rxd #(
		.CLOCK_FREQUENCY	(CLOCK_FREQUENCY),
		.UART_BAUDRATE		(UART_BAUDRATE),
		.UART_STOPBIT		(UART_STOPBIT)
	)
	u_rxd (
		.reset		(reset),
		.clk		(clk),
		.clk_ena	(1'b1),
		.out_ready	(out_ready),
		.out_valid	(out_valid),
		.out_data	(out_data),
		.out_error	(),
		.rxd		(rxd),
		.rts		(rts)
	);
endmodule
```
`/design/flow/config.mk`:
```
export PLATFORM = sky130hd
export DESIGN_NAME = uart_to_bytes
export DESIGN_NICKNAME = uart_to_bytes
export VERILOG_FILES = /design/flow/design.v
export SDC_FILE = /design/flow/constraint.sdc
export NUM_CORES = 4
export LEC_CHECK = 1
export CORE_UTILIZATION = 30
```
`/design/flow/run.sh`:
```
#!/bin/bash
# OpenROAD 26Q1-2900-gdf79404cd8, Yosys 0.63+post, stock flow scripts
make -C /OpenROAD-flow-scripts/flow DESIGN_CONFIG=/design/flow/config.mk WORK_HOME=/design/flow/orfs finish
```
==> flow_metrics.env <==
# yosys + openroad results
export IMPL_ir_drop_v=0.000195
export IMPL_fin_tns_setup_ns=0
export IMPL_min_period_ns=2.69
export IMPL_routed_wl_um=6210
export IMPL_cts_buffers=9
export IMPL_syn_inst=291
export IMPL_antenna_found_initial=0
export IMPL_criticalPathCategory="reg -> out"
export IMPL_vias_per_cell=4.97
export IMPL_cts_resized_gates=0
export IMPL_synthToLayoutAreaGrowth_pct=18.9
export IMPL_rows=37
export IMPL_grt_pass1_wl_um=10700
export IMPL_startpoint_type="flop"
export IMPL_cts_setup_buffers=0
export IMPL_clock_path_buffers=2
export IMPL_io_pins=26
export IMPL_dr_total_vias=2284
export IMPL_diodes=0
export IMPL_path_clk_slew_ns=0.08
export IMPL_fp_util_pct=31.1
export IMPL_synth_cell_area_sq_mm=0.00324
export IMPL_first_pass_iters=4
export IMPL_ys_seq_share_pct=49.9
export IMPL_drv_slew=0
export IMPL_clkPwrFrac_pct=33.1
export IMPL_drc=0
export IMPL_cts_htree_levels=3
export IMPL_edf_count=0
export IMPL_numSynthFlops=64
export IMPL_ys_area_sq_mm=0.00324
export IMPL_tool_warnings=29
export IMPL_clock_sinks=64
export IMPL_crit_arrival_ns=1.79
export IMPL_critPathMaxFanout=4
export IMPL_synthArstFlopShare_pct=100
export IMPL_endpoint_kind="primary output"
export IMPL_gr_usage_all_layers_pct=12.1
export IMPL_skew_ns=0.0101
export IMPL_avgRoutedWirePerCell_um=13.5
export IMPL_rsz0062_at_grt="no"
export IMPL_cts_tree="yes"
export IMPL_synth_warnings=2
export IMPL_grt_pass1_vias=2206
export IMPL_swShare_pct=32.5
export IMPL_synthFlopType="dfrtp_1"
export IMPL_fillerInstances=995
export IMPL_setup_viol=0
export IMPL_tightestPinTransition_ns=0.636
export IMPL_portBuffers=25
export IMPL_dieArea_sq_mm=0.0112
export IMPL_synth_cell_types=54
export IMPL_ant_nets=0
export IMPL_status="finished clean"
export IMPL_seq_power_share_pct=46.7
export IMPL_leakage_nw=1.60
export IMPL_clk_latency_ns=0.35
export IMPL_ctsHoldBuffers=0
export IMPL_hold_violations=0
export IMPL_p_per_area_mw_per_mm2=403
export IMPL_dpl_cell_area_sq_mm=0.00364
export IMPL_min_path_type="reg -> reg"
export IMPL_relSlewSlack_pct=57.6
export IMPL_cp_data_required_time_ns=3.60
export IMPL_place_hpwl_um=4150
export IMPL_yosysCellCount=291
export IMPL_die_h_um=106
export IMPL_drive_gt1_share_pct=17.0
export IMPL_grt_ovfl_total=0
export IMPL_fmax_mhz=372
export IMPL_syn_area_per_cell_sq_um=11.1
export IMPL_grt_max_degree=51
export IMPL_maxCapViolations=0
export IMPL_combPwrFrac_pct=20.3
export IMPL_die_w_um=106
export IMPL_period_used_pct=59.7
export IMPL_power_net_switching_mw=0.504
export IMPL_stdcell_area_sq_mm=0.00385
export IMPL_core_area_sq_mm=0.0104
export IMPL_gp_congestion=0.819
export IMPL_p_int_mw=1.05
export IMPL_cts_root_buf="clkbuf_8"
export IMPL_drtIter0Drc=94
## metal layers
metal,vias to the layer above,global-route usage (%),share of wire (%),wire (um)
met4,0,1.59,0.95,59
li1,1124,-,-,-
met1,1115,18.9,50,3130
met3,9,2.56,3.8,237
met2,36,18.1,45,2780
met5,-,0,0,0
## stage by stage
stage                     power [mW]  hold WS, ns  setup slack [ns]  std cells  util [%]
after floorplan                0.972        0.331              2.02        291         -
after global placement          1.04        0.340              1.96        444      34.9
after detailed placement        1.05        0.344              1.94        444      34.9
after CTS                       1.57        0.355              1.80        460      37.0
after global routing            1.65        0.359              1.65        460      37.0
final                           1.55        0.349              1.81        460      37.0
## Yosys cell counts, types with 2 or more instances
| cell | number | area [sq um] |
|---|---|---|
| nor3_1 | 6 | 30.0 |
| a21oi_1 | 14 | 70.1 |
| o31ai_1 | 4 | 30.0 |
| nor3_4 | 3 | 48.8 |
| nor3_2 | 2 | 20.0 |
| o21ai_1 | 11 | 55.1 |
| mux2_4 | 8 | 120 |
| dfstp_2 | 12 | 315 |
| nor4b_1 | 2 | 17.5 |
| nor4_4 | 2 | 42.5 |
| nand4b_1 | 4 | 35.0 |
| buf_2 | 3 | 15.0 |
| inv_1 | 11 | 41.3 |
| or3b_1 | 2 | 17.5 |
| clkbuf_1 | 7 | 26.3 |
| or4_1 | 2 | 15.0 |
| nor4_1 | 2 | 12.5 |
| and2_1 | 5 | 31.3 |
| o21ai_0 | 10 | 50.1 |
| nor2_1 | 16 | 60.1 |
| ha_1 | 8 | 100 |
| or3_4 | 2 | 22.5 |
| a31oi_1 | 5 | 31.3 |
| nand2b_1 | 6 | 37.5 |
| nand3_1 | 17 | 85.1 |
| nand4_1 | 5 | 31.3 |
| a22o_1 | 3 | 26.3 |
| a21o_1 | 2 | 15.0 |
| nor3b_2 | 3 | 37.5 |
| o22ai_1 | 2 | 12.5 |
| mux2_1 | 9 | 101 |
| nand2_1 | 16 | 60.1 |
| xor2_1 | 4 | 35.0 |
| o211ai_1 | 2 | 15.0 |
| dfrtp_1 | 52 | 1300 |
| mux2i_1 | 10 | 100 |
| or3_1 | 2 | 12.5 |
## cell usage in the layout, fill, tap and decap left out, drive strengths merged, types with 3 or more instances in the layout
cell            n
inv            12
dfstp          12
xor2            4
nand3          17
clkdlybuf4s50  25
clkbuf         11
nand4b          4
nor2           16
dfrtp          52
nor3           11
a22o            3
mux2i          10
nand2          17
ha              8
o31ai           4
nand4           5
clkinv          4
nor3b           4
or3             4
nor4b           3
a21oi          14
and2            5
mux2           17
nor4            4
nand2b          6
a31oi           5
o21ai          21
## final cells by class
type / instances / area (sq um) / share of cell area, %
clock buffer: 11 / 174 / 4.51
multi-input combinational: 205 / 1540 / 39.9
tap: 136 / 170 / 4.41
timing repair buffer: 27 / 265 / 6.88
inverter: 12 / 45.0 / 1.17
sequential: 64 / 1620 / 41.9
clock inverter: 5 / 45.0 / 1.17
## path summary, 6_finish.rpt
| path | start | end | slack, ns | depth (start not counted) |
|---|---|---|---|---|
| setup / recovery | u_txd.bitcount_reg[0] | in_ready | 1.81 | 5 |
| hold / removal | u_txd.ctsin_reg[0] | u_txd.ctsin_reg[1] | 0.35 | 0 |
| setup reg to reg | u_txd.divcount_reg[0] | u_txd.txd_reg[0] | 2.09 | 6 |
| hold reg to reg | u_txd.ctsin_reg[0] | u_txd.ctsin_reg[1] | 0.35 | 0 |
| max in group asynchronous | reset | u_rxd.divcount_reg[1] | 2.73 | 3 |
| min in group asynchronous | reset | u_txd.ctsin_reg[1] | 0.83 | 2 |
## kinds of logic (layout without fill, tap and decap cells)
kind of cell | Yosys count | count (layout) | synth area share (%)
AND-OR/OR-AND | 64 | 64 | 13.0
XOR/XNOR | 5 | 5 | 1.35
adder cells (fa/ha/maj) | 8 | 8 | 3.09
buffers and inverters | 22 | 55 | 2.66
flip-flops | 64 | 64 | 49.9
multiplexers | 27 | 27 | 9.92
AND/OR/NAND/NOR | 101 | 101 | 20.1
## power by group through the flow
stage,Sequential [mW],Clock (mW),Combinational (mW)
after CTS,0.725,0.529,0.315
after global routing,0.738,0.556,0.352
final,0.726,0.514,0.315
## worst max-delay path, cell delays in order, from the launching register on
cell             delay (ns)
dfrtp_1                0.41
inv_1                  0.07
ha_1                   0.19
nor3b_2                0.19
and2_1                 0.14
clkdlybuf4s50_1        0.44
No activity file was given, so power comes from the tool's default toggle rates.
